## ./config.mk

```make
export PLATFORM = sky130hd
export DESIGN_NAME = clkdiv
export DESIGN_NICKNAME = clkdiv
export VERILOG_FILES = /design/flow/design.v
export SDC_FILE = /design/flow/constraint.sdc
export NUM_CORES = 4
export LEC_CHECK = 1
export CORE_AREA = 10 10 89 89
export DIE_AREA = 0 0 99 99
```

## ./constraint.sdc

```tcl
current_design clkdiv

set clk_period 3.9
set clk_io_pct 0.2

create_clock -name clk0 -period $clk_period [get_ports {clk}]

set non_clock_inputs [all_inputs -no_clocks]
set_input_delay [expr $clk_period * $clk_io_pct] -clock clk0 $non_clock_inputs
set_output_delay [expr $clk_period * $clk_io_pct] -clock clk0 [all_outputs]
```

## ./design.v

```verilog
module clkdiv(input logic clk, input logic reset, output logic sclk);
   parameter DIVFREQ = 100;   
   parameter DIVBITS = 26;    
   parameter CLKFREQ = 100_000_000;
   parameter DIVAMT = (CLKFREQ / DIVFREQ) / 2;
   logic [DIVBITS-1:0] q;
   always_ff @(posedge clk)
     if (reset)
       begin
	  q <= 0;
	  sclk <= 0;
       end
     else if (q == DIVAMT-1) begin
	q <= 0;
	sclk <= ~sclk;
     end
     else q <= q + 1;
endmodule  
```

## ./run.sh

```bash
#!/bin/bash
# OpenROAD 26Q1-2900-gdf79404cd8, Yosys 0.63+post, stock flow scripts
make -C /OpenROAD-flow-scripts/flow DESIGN_CONFIG=/design/flow/config.mk WORK_HOME=/design/flow/orfs finish
```

==> run_results.csv <==
group,metric,value,unit
drt,via_per_inst,4.54,
critical_path,crit_path_frequent_cell,"or4_1",
die,die_x,99,um
critical_path,critPathMaxStageDelay,0.70,ns
die,dieHeight,99,um
final_timing,fin_tns_setup,0,ns
logic_synthesis,ys.flops,27,
critical_path,cp.arrival,2.47,ns
final_timing,slew_headroom,64.3,%
logic_synthesis,edf_count,0,
critical_path,crit_path_top_delay_cell,"or4_1",
final_timing,period_used_share,57.9,%
final_timing,setup_viol,0,
global_route,grt_pass1_wl,4140,um
drt,num_antenna_cells,0,
placed_design,portBuffers,2,
critical_path,endpoint_kind,"flip-flop",
drt,wl_met2,1040,um
final_layout,nFillCells,642,
critical_path,cp_cell_sequence,"ha_1 -> nand4_2 -> or4_1 -> or4_1 -> a21oi_1",
final_timing,fmax,443,MHz
drt,vias,1026,
flow_run,tool_warnings,25,
drt,maxUsedRoutingLayer,"met3",
die,chipArea,9800,um2
placed_design,numPlacedInstances,222,
logic_synthesis,synthArstFlopShare,0,%
logic_synthesis,flop_cell,"dfxtp_1",
die,boundaryPins,3,
drt,wl_per_cell,10.5,um
die,core_area,5990,um2
die,core.rowCount,28,
flow_run,maxCapViolCount,0,
final_timing,rsz0062_at_grt,"no",
drt,ant_nets,0,
final_layout,area_growth,11.2,%
global_route,grt_overflow,0,
clock_network,clk_latency,0.27,ns
drt,drc_errors,0,
logic_synthesis,netlist-cell-type-count,24,
clock_network,cts_hold_buf,0,
pwr,ir_drop,0.000221,V
clock_network,ctsResizeCount,0,
final_timing,worstMarginPinSlew,0.530,ns
outcome,status,"finished, final reports clean",
clock_network,cts_buffers,3,
logic_synthesis,ys_warn_count,1,
drt,wl_met1,1220,um
logic_synthesis,ys_seq_share,43.1,%
logic_synthesis,syn_avg_cell_area,8.31,um2
logic_synthesis,yosys_area,1250,um2
final_timing,skew,0.00621,ns
placed_design,hpwl,1670,um
drt,routed_wl,2380,um
clock_network,path_clk_slew,0.09,ns
drt,drt_first_pass_iters,4,
placed_design,globalplace.congestion,0.823,
pwr,p_leak,0.376,nW
final_timing,hold_viol,0,
critical_path,cp_max_fo,10,
global_route,grt_pass1_vias,884,
logic_synthesis,synthCells,151,
logic_synthesis,ys_cells,151,
clock_network,cts_setup_buffers,0,
critical_path,worstSetupPathType,"flip-flop to flip-flop",
final_layout,final_layout_size_suffix_gt1_share,5.30,%
logic_synthesis,netlist_area,1250,um2
global_route,antenna_found_initial,0,
drt,dr_wl_met3,113,um
clock_network,clock-sinks,27,
final_timing,finalMaxSlewViolations,0,
critical_path,start_kind,"flip-flop",
clock_network,ctsRootBufferMaster,"clkbuf_8",
die,initial_core_util,20.9,%
worst_hold_path,min_path_type,"flip-flop to flip-flop",
global_route,grt_util_all_layers,4.78,%
final_layout,fin_cells,226,
final_timing,post-route-min-period,2.26,ns
clock_network,cts_tree,"built",
global_route,grt_max_degree,16,
critical_path,critPathRequiredTime,4.11,ns
clock_network,cts_max_level,1,
drt,drt-initial-drc-count,129,
pwr,pwr_density_cell,323,nW/um2
clock_network,cts_buffer_depth,2,
==> layout by cell type (no fill, tap or decap), types with 3 or more instances in the layout <==
cell type  netlist  layout
nand2_1          9       9
clkbuf_8         0       3
dfxtp_1         27      27
nor3_1           3       3
inv_1            4       4
nor2_1          18      18
xnor2_1         10      10
a21oi_1         12      12
o31ai_1          4       4
or4_1            6       6
o21ai_0          7       7
nand3_1         12      12
nor4_1           5       5
nand4_1          8       8
xor2_1           3       3
or3_1            8       8
==> flip-flops by register name, summed over array words and instances (netlist names) <==
signal,count
sclk,1
q,26
==> routing by layer <==
metal | GRT usage [%] | up-vias
met3 | 1.41 | 0
met1 | 6.82 | 460
li1 | - | 550
met4 | 0.110 | 0
met2 | 7.36 | 16
met5 | 0 | -
==> critical path, delay by kind of cell (launching register included) <==
family          cells  cell delay, ns
compound gates      1            0.15
simple gates        3            1.40
fa+ha+maj           1            0.26
flops               1            0.39
==> report_power, final <==
part | switching, mW | total (mW) | internal [mW]
clock | 0.0842 | 0.157 | 0.0731
combinational | 0.00757 | 0.0122 | 0.00460
sequential | 0.00337 | 0.281 | 0.278
total | 0.0951 | 0.451 | 0.356
==> kinds of logic after synthesis <==
group,Yosys count,share of synthesized area (%)
AND/OR/NAND/NOR,74,32.0
flip-flops,27,43.1
XOR/XNOR,13,9.07
AND-OR/OR-AND,25,11.3
adder cells (fa/ha/maj),1,0.997
buffers and inverters,11,3.59
==> cells in the mapped netlist (2+ instances only) <==
master    number  share of area (%)
xnor2_1       10                7.0
a21oi_1       12                4.8
nor4b_1        2                1.4
nand4_1        8                4.0
clkbuf_1       4                1.2
nand3_1       12                4.8
nor2_1        18                5.4
or3_1          8                4.0
nand2_1        9                2.7
o21ai_0        7                2.8
dfxtp_1       27                 43
o31ai_1        4                2.4
buf_2          3                1.2
inv_1          4                1.2
nor3_1         3                1.2
nor4_1         5                2.5
xor2_1         3                2.1
or4_1          6                3.6
==> final timing paths <==
path / slack, ns / from / cells after the start / end
max: 1.64 / q[0] / 5 / q[22]
min: 0.48 / q[0] / 1 / q[0]
max reg2reg: 1.64 / q[0] / 5 / q[22]
min reg2reg: 0.48 / q[0] / 1 / q[0]
==> metrics by stage <==
stage | setup slack (ns) | util [%] | hold WS, ns | area [um2] | power [mW]
6_report | 1.64 | 23.3 | 0.477 | 1400 | 0.451
5_1_grt | 1.46 | 23.3 | 0.511 | 1400 | 0.474
4_1_cts | 1.64 | 23.3 | 0.484 | 1400 | 0.458
3_5_place_dp | 1.69 | 22.5 | 0.462 | 1350 | 0.300
3_3_place_gp | 1.73 | 22.5 | 0.457 | 1350 | 0.300
2_1_floorplan | 1.83 | - | 0.439 | 1250 | 0.296
==> cell type report <==
class	instances	area, um2	share of cell area, %
Multi-Input combinational cell	113	673	48.3
Sequential cell	27	541	38.7
Tap cell	75	93.8	6.73
Clock buffer	4	45.0	3.23
Timing Repair Buffer	3	27.5	1.97
Inverter	4	15.0	1.08
No activity file was given, so power comes from the tool's default toggle rates.
