--- run.sh ---
#!/bin/bash
# OpenROAD 26Q1-2900-gdf79404cd8, Yosys 0.63+post, stock flow scripts
make -C /OpenROAD-flow-scripts/flow DESIGN_CONFIG=/design/flow/config.mk WORK_HOME=/design/flow/orfs finish
--- config.mk ---
export PLATFORM = sky130hd
export DESIGN_NAME = debounce
export DESIGN_NICKNAME = debounce
export VERILOG_FILES = /design/flow/design.v
export SDC_FILE = /design/flow/constraint.sdc
export NUM_CORES = 4
export LEC_CHECK = 1
export CORE_AREA = 10 10 91 91
export DIE_AREA = 0 0 101 101
--- constraint.sdc ---
current_design debounce

set clk_period 2.5
set clk_io_pct 0.2

create_clock -name clk0 -period $clk_period [get_ports {clk}]

set non_clock_inputs [all_inputs -no_clocks]
set_input_delay [expr $clk_period * $clk_io_pct] -clock clk0 $non_clock_inputs
set_output_delay [expr $clk_period * $clk_io_pct] -clock clk0 [all_outputs]
--- design.v ---
module debounce(input logic clk, pb, rst, output logic pb_debounced);
   parameter CLKPD_NS = 10;
   parameter CLKFREQ = 1_000_000_000 / CLKPD_NS;     
   parameter DEBOUNCE_MS = 10;   
   parameter CTRBITS = $clog2(DEBOUNCE_MS*CLKFREQ/1000);
   logic pb_q1, pb_q2, pb_edge, carry;
   logic [CTRBITS:0] count;   
   assign carry = count[CTRBITS];
   always_ff @(posedge clk)
     begin
       if (rst)
         begin
           pb_q1 <= 0;
           pb_q2 <= 0;
           pb_debounced <= 0;
         end
       else
         begin
           pb_q1 <= pb;
           pb_q2 <= pb_q1;
           if (carry) pb_debounced <= pb_q2;
        end
    end
   assign pb_edge = pb_q1 ^ pb_q2;   
   always_ff @(posedge clk)
     if (pb_edge) count <= '0;
     else if (!carry) count <= count + 1;
endmodule  
==> metrics.yaml <==
critical_path:
  cp-start-kind: "flop"
  path_max_fanout: 9
  arrival_ps: 2140
  rrSetupSlack_ps: 560
  rr_startpoint: "count[20]"
  cp.required_ps: 2700
  critPathKind: "flop to flop"
  crit_path_end_kind: "flop"
  r2r_cells: 4
  r2r-end: "count[19]"
logic_synthesis:
  simple_gate_share: 0.2894
  yosys.area.top_type_share: 0.4555
  ys_seq_share: 0.4555
  yosys-top-cells-area: "dfxtp_1 46%, xor2_1 5.8%, nand4_1 4.2%"
  ys_sh_xor: 0.09134
  synthTopLogicFamily: "simple AND/OR/NAND/NOR gates"
  syn_avg_cell_area_sq_um: 9.172
  ys_sh_mux: 0.01898
  ys_ff: 24
  synthArstFlopShare: 0
  yosysTopAreaCell: "dfxtp_1"
  synth_area_sq_mm: 0.001055
  most_common_cell: "dfxtp_1"
  fa_ha_area_frac: 0.01186
  synth-edff-count: 0
  ys_area_sq_mm: 0.001055
  yosys-top-cells-count: "24 x dfxtp_1, 11 x nor2_1, 8 x a21oi_1, 8 x nand2_1"
  syn_inst: 115
  synth.cellmix.compoundShare: 0.09964
  ys_types: 32
  ys.flop_type: "dfxtp_1"
  yosysCellCount: 115
  yosysWarnings: 1
die:
  die_y_microns: 101
  pin_count: 4
  core_sq_mm: 0.006350
  rows: 29
  fp_util: 0.1661
  dieArea_sq_mm: 0.01020
  die_w_microns: 101
sta:
  drv_slew: 0
  fin_skew_ps: 2.740
  slew_headroom: 0.5761
  fmax_mhz: 514.6
  rsz0062_at_grt: "false"
  finalClockPeriodUsage: 0.7773
  setup_viol: 0
  fin_setup_tns_ps: 0
  tightestPinTransition_ps: 633.7
  hold_viol: 0
  setup_slack_ps: 556.8
  fin_crit_ps: 1943
routing:
  detail-route-antenna-nets: 0
  drc: 0
  diodes: 0
  avgRoutedWirePerCell_microns: 9.000
  avgViaCountPerCell: 3.990
  wirelength_microns: 1755
  num_vias: 778
  detail_route.iter0.violations: 18
  dr.pass1.iters: 4
place:
  hpwl_microns: 1277
  gp_congestion: 0.7682
  dpl_worst_slack_ps: 570.4
  port_buffers: 3
job:
  warning_count: 25
  maxCapViolCount: 0
hold_path:
  holdPathStages: 2
  hold_class: "flop to flop"
  hold_start: "count[18]"
  min_to: "count[18]"
layout:
  syn_to_final_growth_pct: 14.35
  drive_gt1_frac: 0.07627
  nFillCells: 671
clocking:
  clockBufferDepth: 2
  hold_buffers: 0
  path_clk_slew_ps: 80
  htree_levels: 1
  cts_buffers: 3
  ctsResizeCount: 0
  cts_root_buf: "clkbuf_8"
  cts.sinks: 24
  cts_tree: "yes"
  worstSkewPairLatency_ps: 260
  post-cts-setup-buffer-count: 0
global_route:
  grt_max_degree: 13
  gr-usage-all-layers: 0.03584
  first_global_vias: 702
  grt-ovfl-total: 0
  antenna_found_initial: 0
  grt_pass1_wl_microns: 3153
power:
  max-vdd-ir-drop_uv: 223.7
  p_leak_nw: 0.4124
  powerDensity_mw_per_mm2: 610.0
status:
  status: "finished clean"
-- cell usage in the layout (no fill, tap or decap), types with 3 or more instances in the layout --
| cell | synthesis | routed |
|---|---|---|
| clkdlybuf4s50_1 | 0 | 3 |
| or3_1 | 5 | 5 |
| inv_1 | 3 | 3 |
| nand4_1 | 7 | 7 |
| nand3_1 | 3 | 3 |
| dfxtp_1 | 24 | 24 |
| o21ai_0 | 7 | 7 |
| nand2_1 | 8 | 8 |
| clkbuf_8 | 0 | 3 |
| xor2_1 | 7 | 7 |
| xnor2_1 | 4 | 4 |
| nor2_1 | 11 | 11 |
| or4_1 | 3 | 3 |
| a21oi_1 | 8 | 8 |
-- how the worst max path moves through the flow --
stage         start   endpoint  slack (ps)  cells after the start
6_report  count[20]  count[19]         560                      4
5_1_grt   count[20]  count[19]         430                      4
4_1_cts   count[20]  count[19]         550                      4
-- power by group --
group,switching [mW],internal [mW],leakage (nW)
combinational,0.0371,0.0368,0.196
sequential,0.0332,0.406,0.195
clock,0.115,0.108,0.0216
total,0.185,0.551,0.412
-- metrics by stage --
| step | hold WS [ps] | cell area, sq um | total power, mW | util | instances |
|---|---|---|---|---|---|
| after floorplan | 436.5 | 1055 | 0.5003 | - | 115 |
| after global placement | 471.1 | 1165 | 0.5186 | 0.1834 | 192 |
| after detailed placement | 477.2 | 1165 | 0.5215 | 0.1834 | 192 |
| after CTS | 491.6 | 1206 | 0.7446 | 0.1900 | 195 |
| after global routing | 517.2 | 1206 | 0.7808 | 0.1900 | 195 |
| final | 488.6 | 1206 | 0.7357 | 0.1900 | 195 |
-- layout make-up --
class,instances,area (sq um),area share
clock buffers,3,41.29,0.03423
inverters,3,11.26,0.009336
multi-input cells,84,539.3,0.4471
flip-flops and latches,24,480.5,0.3983
well taps,77,96.34,0.07988
repair buffers,4,37.54,0.03112
-- critical path: stages (launching register included) --
cell and delay (ps):
dfxtp_1 380, nand4b_4 240, or4b_1 680, or4_1 440, a21oi_1 140
-- metal layers --
metal  GRT usage  vias up  wire length (microns)
met1     0.04770      351                    885
met5           0        -                      0
met3    0.008316        2                     45
met4    0.009646        0                     54
li1            -      418                      -
met2     0.05700        7                    771
-- cell families after synthesis --
logic type      count (synthesis)
mux                             2
simple gates                   51
buf+inv                         7
flops                          24
fa+ha+maj                       1
compound gates                 19
xor+xnor                       11
-- state kept, by name (all words and copies together) (netlist names) --
name,cells
pb_q1,1
pb_debounced,1
pb_q2,1
count,21
Power figures rest on the tool's default switching activity, not on a simulated workload.
