==> /design/flow/design.v <==
`timescale 1ns / 1ps
module delay_enb(input logic clk, rst, clr, output logic enb_out);
   parameter DELAY_MS = 1;    
   parameter DELAY_US = DELAY_MS * 1000;
   parameter DELAY_NS = DELAY_US * 1000;
   parameter CLKPD_NS = 10;   
   parameter DELAY_COUNT_LIMIT = DELAY_NS / CLKPD_NS;
   parameter DELAY_COUNT_BITS = $clog2(DELAY_COUNT_LIMIT);
   logic [DELAY_COUNT_BITS-1:0] q;
   assign enb_out = (q == DELAY_COUNT_LIMIT -1);
   always_ff @(posedge clk)
     if (rst || clr || enb_out) q <= 0;
     else q <=  q + 1;
endmodule  
==> /design/flow/run.sh <==
#!/bin/bash
# OpenROAD 26Q1-2900-gdf79404cd8, Yosys 0.63+post, stock flow scripts
make -C /OpenROAD-flow-scripts/flow DESIGN_CONFIG=/design/flow/config.mk WORK_HOME=/design/flow/orfs finish
==> /design/flow/config.mk <==
export PLATFORM = sky130hd
export DESIGN_NAME = delay_enb
export DESIGN_NICKNAME = delay_enb
export VERILOG_FILES = /design/flow/design.v
export SDC_FILE = /design/flow/constraint.sdc
export NUM_CORES = 4
export LEC_CHECK = 1
export CORE_AREA = 10 10 79 79
export DIE_AREA = 0 0 89 89
==> /design/flow/constraint.sdc <==
current_design delay_enb

set clk_period 2.5
set clk_io_pct 0.2

create_clock -name clk0 -period $clk_period [get_ports {clk}]

set non_clock_inputs [all_inputs -no_clocks]
set_input_delay [expr $clk_period * $clk_io_pct] -clock clk0 $non_clock_inputs
set_output_delay [expr $clk_period * $clk_io_pct] -clock clk0 [all_outputs]
==> impl_summary.log <==
[report] implementation figures
INFO  metric synth_seq_share = 0.425
INFO  metric ys_top_cells_by_area = sky130_fd_sc_hd__dfxtp_1 (43%), sky130_fd_sc_hd__xnor2_1 (12%), sky130_fd_sc_hd__nor2_1 (8.9%), sky130_fd_sc_hd__nor4_1 (4.7%), sky130_fd_sc_hd__xor2_1 (4.4%)
INFO  metric synth.yosys.chip_area = between 800 and 900 µm²
INFO  metric pwr_density_cell = between 500 and 600 nW/µm²
INFO  metric timing.setup.critical_path_class = register to primary output
INFO  metric grt_first_pass_wirelength = around 2400 µm
INFO  metric row_count = 25
INFO  metric antenna_found_initial = 0
INFO  metric rr_startpoint = q[0]
INFO  metric finalSetupTns = 0 ps
INFO  metric design.die.area = about 7900 µm²
INFO  metric slew_headroom = 0.767
INFO  metric timing.critical_path.to_type = primary output
INFO  metric dp_hpwl = between 900 and 1000 µm
INFO  metric clock-root-buffer = sky130_fd_sc_hd__clkbuf_8
INFO  metric vias = just over 600
INFO  metric clk_latency = 250 ps
INFO  metric antenna_cells = 0
INFO  metric cts_htree_levels = 1
INFO  metric worst_ep_arrival_time = between 1500 and 2000 ps
INFO  metric top_level_i_o_count = 4
INFO  metric avgSynthCellArea = between 8 and 9 µm²
INFO  metric initCoreUtil = 0.172
INFO  metric yosysCellCount = between 80 and 90
INFO  metric run_status = finished, final reports clean
INFO  metric count_of_library_flops_with_an_enable_pin = 0
INFO  metric ys_async_sr_fraction = 0
INFO  metric crit_path_max_fanout = 5
INFO  metric syn_area = about 800 µm²
INFO  metric max_flop_register = q
INFO  metric grt_start_max_net_pins = 18
INFO  metric cts.path.max_buffers = 2
INFO  metric place_inst = ~150
INFO  metric areaGrowthSynthToFinish = 19.1%
INFO  metric track_usage = 0.0379
INFO  metric clock_sinks = 17
INFO  metric yosys_most_used_dff = sky130_fd_sc_hd__dfxtp_1
INFO  metric detailedRoute.firstIterationViolations = 14
INFO  metric remaining_antenna_violation_count = 0
INFO  metric drt-vias-per-instance = ~4
INFO  metric hold_path.class = register to register
INFO  metric critical_path_required = about 2000 ps
INFO  metric worst_pin_slew = roughly 350 ps
INFO  metric drt-total-wl = 1440 µm
INFO  metric path_clk_slew = approximately 70 ps
INFO  metric critPathLaunchType = register
INFO  metric max_reg_flops = 17
INFO  metric global_route.overflow_total = 0
INFO  metric ys_types = 20
INFO  metric synth_warnings = 1
INFO  metric reg.largest.list = q: 17 flops
INFO  metric timing.final.crit_share = 0.957
INFO  metric firstDrtPassIters = 4
INFO  metric most_instantiated_library_cell_after_synthesis = sky130_fd_sc_hd__nor2_1
INFO  metric fp.dieW = about 89 µm
INFO  metric fp.coreArea = roughly 4700 µm²
INFO  metric area_share_of_the_largest_cell_type_after_synthesis = 0.425
INFO  metric static-leakage-power = 0.000270 µW
INFO  metric gpl.final_weighted_congestion = slightly below 0.8
INFO  metric placement.io_buffers = 3
INFO  metric hold_start = q[0]
INFO  metric count_of_hold_fix_buffers_inserted_at_cts = 0
INFO  metric largest_clock_skew_in_the_final_design = around 0.8 ps
INFO  metric clock_tree_from_tritoncts = built
INFO  metric drcViolationCount = 0
INFO  metric ys_top_cells_by_count = sky130_fd_sc_hd__nor2_1 (19), sky130_fd_sc_hd__dfxtp_1 (17), sky130_fd_sc_hd__xnor2_1 (11)
INFO  metric setup_violations = 0
INFO  metric grt_setup_unrepaired = no
INFO  metric cts_setup_buffers = 0
INFO  metric log.warning_count = 25
INFO  metric most_area_hungry_cell_type_in_the_yosys_netlist = sky130_fd_sc_hd__dfxtp_1
INFO  metric wl_per_cell = approximately 9.6 µm
INFO  metric stdcell_count = 149
INFO  metric number_of_endpoints_with_negative_hold_slack_in_the_final_report = 0
INFO  metric synthCells = 89
INFO  metric setup.reg_to_reg.worst_slack = approximately 870 ps
INFO  metric final_max_slew_viol_count = 0
INFO  metric die_height = around 90 µm
INFO  metric numCtsBuffers = 3
INFO  metric final_layout_size_suffix_gt1_frac = 0.126
INFO  metric vias_in_the_first_global_route = about 540
INFO  metric ys.flops = 17
INFO  metric timing.fmax = 0.418 GHz
INFO  metric critical_path.startpoint = q[0]
INFO  metric vdd_ir_drop_max = 0.194 mV
INFO  metric final.min_clock_period = about 2400 ps
INFO  metric max_cap_violations = 0
-- final cells by class --
| class | count | area, µm² |
|---|---|---|
| clock buffer | 3 | 41.3 |
| timing repair buffer | 4 | 37.5 |
| tap | 54 | 67.6 |
| multi-input combinational | 67 | 445 |
| fill | 504 | 3710 |
| clock inverter | 1 | 5.00 |
| sequential | 17 | 345 |
| inverter | 3 | 11.3 |
-- cells by family after synthesis --
kind of cell	after synthesis	synth area share
simple gates	50	0.334
fa+ha+maj	1	0.0156
flops	17	0.425
buf+inv	5	0.0344
xor+xnor	15	0.164
compound gates	1	0.0266
-- power breakdown --
| part | switching (µW) | internal (µW) |
|---|---|---|
| combinational | 6.86 | 6.57 |
| sequential | 2.57 | 272 |
| clock | 91.6 | 110 |
| total | 101 | 389 |
-- final timing paths --
path                   to  cells past startpoint
setup / recovery  enb_out                      5
hold / removal       q[0]                      1
setup reg to reg     q[2]                      6
hold reg to reg      q[0]                      1
-- routing by layer --
layer	GRT usage	part of all wire
met5	0	0
met4	0.00289	0
met3	0.0211	0.085
met2	0.0565	0.42
met1	0.0492	0.49
-- metrics by stage --
stage / total power [µW] / util / hold slack [ps] / setup WS [ps] / instance area [µm²]
after floorplan: 289 / - / 441 / 777 / 801
after global placement: 293 / 0.191 / 460 / 246 / 890
after detailed placement: 293 / 0.191 / 466 / 224 / 890
after CTS: 500 / 0.203 / 525 / 11.8 / 948
after global routing: 505 / 0.205 / 488 / 6.34 / 953
final: 490 / 0.205 / 467 / 107 / 953
-- cells in the final DEF, fill, tap and decap left out --
master                            instances
sky130_fd_sc_hd__nor3_1                   4
sky130_fd_sc_hd__xnor2_1                 11
sky130_fd_sc_hd__nand4_4                  1
sky130_fd_sc_hd__ha_4                     1
sky130_fd_sc_hd__dfxtp_2                  1
sky130_fd_sc_hd__or2_4                    1
sky130_fd_sc_hd__clkbuf_8                 3
sky130_fd_sc_hd__or3_1                    1
sky130_fd_sc_hd__nand3b_1                 1
sky130_fd_sc_hd__nand3_1                  6
sky130_fd_sc_hd__and4_2                   1
sky130_fd_sc_hd__nand4_1                  5
sky130_fd_sc_hd__xor2_1                   4
sky130_fd_sc_hd__nor4_1                   6
sky130_fd_sc_hd__nor4b_1                  1
sky130_fd_sc_hd__clkdlybuf4s50_1          3
sky130_fd_sc_hd__nand2_1                  4
sky130_fd_sc_hd__nor2_1                  19
sky130_fd_sc_hd__dfxtp_1                 15
sky130_fd_sc_hd__buf_4                    1
sky130_fd_sc_hd__o31ai_4                  1
sky130_fd_sc_hd__clkinv_2                 1
sky130_fd_sc_hd__dfxtp_4                  1
sky130_fd_sc_hd__inv_1                    3
-- timing repair --
item                                    4_1_cts  5_1_grt
gates cloned                                  0        0
gates resized                                 2        3
pin swaps                                     0        0
endpoints found under the setup margin        1        1
-- worst max-delay path: stages (launching register included) --
cell                              delay, ps
sky130_fd_sc_hd__dfxtp_4                380
sky130_fd_sc_hd__ha_4                   170
sky130_fd_sc_hd__nand4_4                130
sky130_fd_sc_hd__or2_4                  290
sky130_fd_sc_hd__nor3_1                 180
sky130_fd_sc_hd__clkdlybuf4s50_1        500
No activity file was given, so power comes from the tool's default toggle rates.
